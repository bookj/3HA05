$ cat flow/design.v
`timescale 1ns / 1ps
module counter(
	input UpAndDown,
   input C,
   input rst,
   output [3:0] Q
   );
	reg [3:0] tmp;
	always @ (posedge C or negedge rst)
	 	begin
			if (rst == 0)
				tmp <= 0;
			else if (UpAndDown == 1)
				tmp <= tmp + 1;		
			else
				tmp <= tmp - 1;
		end
	assign Q = tmp;
endmodule
`timescale 1ns / 1ps
module sevenSegment (
	input [3:0] in,
	output digit,
	output [7:0] out
	);
	reg [7:0] sseg_temp;
	always @ (*)
	begin
		case(in)
		4'b0000 : sseg_temp = 8'b00111111;  
		4'b0001 : sseg_temp = 8'b00000110;  
		4'b0010 : sseg_temp = 8'b01011011;  
		4'b0011 : sseg_temp = 8'b01001111;  
		4'b0100 : sseg_temp = 8'b01100110;  
		4'b0101 : sseg_temp = 8'b01101101;  
		4'b0110 : sseg_temp = 8'b01111101;  
		4'b0111 : sseg_temp = 8'b00000111;  
		4'b1000 : sseg_temp = 8'b01111111;  
		4'b1001 : sseg_temp = 8'b01101111;  
		4'b1010 : sseg_temp = 8'b01110111;  
		4'b1011 : sseg_temp = 8'b01111001;  
		4'b1100 : sseg_temp = 8'b01011000;  
		4'b1101 : sseg_temp = 8'b01011110;  
		4'b1110 : sseg_temp = 8'b01111001;  
		4'b1111 : sseg_temp = 8'b01110001;  
		default : sseg_temp = 8'b01000000;  
		endcase
	end
	assign out = sseg_temp;
	assign digit = 0;
endmodule
`timescale 1ns / 1ps
module top(
	input updown,
	input C,
   input rst,
	output [7:0] out,
	output digit
   );
	wire [3:0] Q;
	counter c1 (updown, C, rst, Q);
	sevenSegment s1 (Q, digit, out);
endmodule
$ cat flow/run.sh
#!/bin/bash
# OpenROAD 26Q1-2900-gdf79404cd8, Yosys 0.63+post, stock flow scripts
make -C /OpenROAD-flow-scripts/flow DESIGN_CONFIG=/design/flow/config.mk WORK_HOME=/design/flow/orfs finish
$ cat flow/config.mk
export PLATFORM = sky130hd
export DESIGN_NAME = top
export DESIGN_NICKNAME = top
export VERILOG_FILES = /design/flow/design.v
export SDC_FILE = /design/flow/constraint.sdc
export NUM_CORES = 4
export LEC_CHECK = 1
export CORE_AREA = 10 10 70 70
export DIE_AREA = 0 0 80 80
$ cat flow/constraint.sdc
current_design top

set clk_period 1.6
set clk_io_pct 0.2

create_clock -name clk0 -period $clk_period [get_ports {C}]

set non_clock_inputs [all_inputs -no_clocks]
set_input_delay [expr $clk_period * $clk_io_pct] -clock clk0 $non_clock_inputs
set_output_delay [expr $clk_period * $clk_io_pct] -clock clk0 [all_outputs]
==> results.toml <==
# yosys + openroad results
[run_status]
status = "finished with violations"
violations = "negative setup slack"

[clocking]
cts_buffer_depth = 2
root_buffer = "clkbuf_4"
htree_levels = 1
cts_sinks = 4
tritoncts = "built"
cts_made_buffers = 3
clk-insertion-delay-late_ps = 240
cts.reportedPaths.clkPinSlew_ps = 40

[sta]
setup_ws_ps = -307
fmax_mhz = 524
finalSetupViolations = 7
maxSlewViolCount = 0
period_minus_slack_ps = 1910
period_used_share = 1.19
hold_viol_final = 0
fin_skew_ps = 5.38
rsz0062_at_grt = "true"
whs_ps = 279

[critical_path]
worst-path-buf-inv = 4
worst-path-stages = 6
cpMostUsedCell = "inv_2"
slowest_stage = "mux4_2"
crit_family = "multiplexers"
rrSetupSlack_ps = 100
r2r_start = "c1.tmp[0]$_DFF_PN0_"
ff2ff_path_depth = 5
arrival_ps = 1590
cpPeakStageDelay_ps = 450
end_kind = "output port"
cp_cell_sequence = "inv_4 > ha_4 > inv_2 > mux4_2 > inv_2 > buf_2"
start_kind = "flip-flop"
path_max_fanout = 4
crit_type = "flip-flop to output port"
worst_r2r_endpoint = "c1.tmp[2]$_DFF_PN0_"
cp_data_required_time_ps = 1280

[grt]
grt_max_degree = 13
use_met2 = 0.0602
busiest_layer = "met2"
gr-usage-met3 = 0.0261
grt_antenna_before_repair = 0
grt_pass1_wl_um = 2180
grt_pass1_vias = 471
grt_remaining_overflow = 0
met1_usage = 0.0538
grt_util_all_layers = 0.0419

[route]
dr.pass1.iters = 2
diodes = 0
dr.first_iter.drc_count = 3
vias_per_cell = 3.46
postRouteAntennaNets = 0
wl_per_cell_um = 9.28
finalWirelength_um = 1190
drc_errors = 0
num_vias = 443

[synthesis]
syn_area_um2 = 470
yosys_cells = 49
synth_cells = 49
yosys.area.top_type = "dfrtp_1"
ys.flops = 4
ys_types = 24
synth-seq-area-share = 0.213
netlist.area_leader.share = 0.213
ys_chip_area_um2 = 470
avgSynthCellArea_um2 = 9.60
ys_warn_count = 2
area_leaders = "dfrtp_1 21%, ha_1 21%, inv_1 5.6%"

[job]
max-cap-violations = 0
tool_warnings = 32

[place]
io_buffers = 9
gp_congestion = 0.796
dpl.hpwl_um = 845
pre_cts_slack_ps = -443

[finish]
largestRegisters = "c1.tmp x4"
area_growth_pct = 85.4
fillCellCount = 358
regMostFlops = "c1.tmp"
largest_reg_flops = 4
drive_gt1_frac = 0.695
final_cell_mix = "15 x buf_4, 8 x buf_6, 7 x buf_2, 4 x ha_4"
lay_top_count = "buf_4"

[power]
clock_power_share = 0.109
peakVddDrop_mv = 0.411
switching_share = 0.389
combPwrFrac = 0.706
pwr-share-seq = 0.186
power-per-cell-area_nw_per_um2 = 1480
internal-power_mw = 0.789
switchingPower_mw = 0.503
leakage_nw = 0.383

[die]
pin_count = 12
die-width_um = 80
dieArea_um2 = 6400
fp-utilization = 0.138
core-area_um2 = 3420
rows = 21
die_y_um = 80

[worst_hold_path]
holdCritPathClass = "input pin to asynchronous set/reset pin"
==> cell type report <==
class	count	area, um^2	share of cell area
timing repair buffer	32	258	0.296
tap	46	57.6	0.0660
inverter	7	31.3	0.0359
multi-input combinational	35	397	0.455
clock buffer	4	26.3	0.0301
sequential	4	103	0.118
==> per-stage QoR <==
step | area (um^2) | cells | total power [mW] | util | TNS [ps]
floorplan | 477 | 50 | 0.624 | - | 0
finish | 872 | 128 | 1.29 | 0.255 | -1140
detailed placement | 707 | 117 | 1.03 | 0.207 | -2100
global route | 872 | 128 | 1.44 | 0.255 | -1730
CTS | 836 | 128 | 1.24 | 0.245 | -1260
global placement | 707 | 117 | 1.02 | 0.207 | -2070
==> how the worst max path moves through the flow <==
stage	startpoint	slack, ps	end
4_1_cts	c1.tmp[1]$_DFF_PN0_	-300	out[3]
5_1_grt	c1.tmp[0]$_DFF_PN0_	-390	out[3]
6_report	c1.tmp[1]$_DFF_PN0_	-310	out[3]
==> Yosys cell counts <==
| cell type | n |
|---|---|
| buf_6 | 2 |
| nor2b_1 | 1 |
| mux2i_1 | 1 |
| conb_1 | 1 |
| xnor2_1 | 2 |
| a22oi_2 | 1 |
| o21ai_0 | 3 |
| nand2_1 | 2 |
| buf_4 | 2 |
| nor3b_1 | 1 |
| o32a_2 | 1 |
| a21o_1 | 1 |
| mux2_2 | 1 |
| fa_1 | 1 |
| inv_1 | 7 |
| a32oi_1 | 1 |
| xor2_1 | 1 |
| dfrtp_1 | 4 |
| ha_1 | 8 |
| nor2_1 | 1 |
| mux4_2 | 1 |
| nand2b_1 | 2 |
| a21oi_1 | 3 |
| nor3_1 | 1 |
==> worst reg2reg max path, cell delays in order, from the launching register on <==
cell,delay (ps)
dfrtp_2,440
buf_4,150
buf_4,120
buf_4,130
fa_2,370
xor2_1,160
==> routing by layer <==
metal | part of all wire | routed length (um)
met1 | 0.45 | 540
met2 | 0.43 | 511
met3 | 0.11 | 136
met4 | 0 | 0
met5 | 0 | 0
==> power groups by stage <==
stage         registers [mW]  logic, mW  clock network [mW]
finish                 0.240      0.912               0.141
CTS                    0.234      0.854               0.150
global route           0.252       1.03               0.157
==> cells by family (layout without fill, tap and decap cells) <==
group | after synthesis | in the layout | share of synthesized area
AND/OR/NAND/NOR | 8 | 8 | 0.0904
buffers and inverters | 11 | 43 | 0.136
flip-flops | 4 | 4 | 0.213
adder cells (fa/ha/maj) | 9 | 9 | 0.255
XOR/XNOR | 3 | 3 | 0.0559
other | 1 | 2 | 0.00797
multiplexers | 3 | 3 | 0.0931
AND-OR/OR-AND | 10 | 10 | 0.149
==> what timing repair did <==
action                     in CTS  in global routing
cloned                          0                  0
setup endpoints to repair       7                  8
hold buffers                    0                  0
resized                        43                 11
setup buffers                   7                  0
pin swaps                       5                  5
Power and IR drop assume default switching activity.
